[./config.mk]
export PLATFORM = sky130hd
export DESIGN_NAME = blackJack
export DESIGN_NICKNAME = blackJack
export VERILOG_FILES = /design/flow/design.v
export SDC_FILE = /design/flow/constraint.sdc
export NUM_CORES = 4
export LEC_CHECK = 1
export CORE_AREA = 10 10 88 88
export DIE_AREA = 0 0 98 98
[./constraint.sdc]
current_design blackJack

set clk_period 2.9
set clk_io_pct 0.2

create_clock -name clk0 -period $clk_period [get_ports {clk}]

set non_clock_inputs [all_inputs -no_clocks]
set_input_delay [expr $clk_period * $clk_io_pct] -clock clk0 $non_clock_inputs
set_output_delay [expr $clk_period * $clk_io_pct] -clock clk0 [all_outputs]
[./design.v]
module blackJack(
    input   clk,
    input   hit,
    input   stay,
    input   reset,
    output wire led1,
    output wire led2
);
    wire  [3:0] data;
    wire  [5:0] addr;
    wire [6:0] sum;
    wire keyDebouncedHit;
    debounce debounceInst (
        .clk(clk),
        .pb_1(hit),
        .pb_out(keyDebouncedHit),
    );
    assign led1 = hit;
    assign led2 = keyDebouncedHit;
endmodule
module debounce(input pb_1,clk,output pb_out);
wire slow_clk;
wire Q1,Q2,Q2_bar,Q0;
clock_div u1(clk,slow_clk);
my_dff d0(slow_clk, pb_1,Q0 );
my_dff d1(slow_clk, Q0,Q1 );
my_dff d2(slow_clk, Q1,Q2 );
assign Q2_bar = ~Q2;
assign pb_out = Q1 & Q2_bar;
endmodule
module clock_div(input Clk_100M, output reg slow_clk
    );
    reg [26:0]counter=0;
    always @(posedge Clk_100M)
    begin
        counter <= (counter>=249999)?0:counter+1;
        slow_clk <= (counter < 125000)?1'b0:1'b1;
    end
endmodule
module my_dff(input DFF_CLOCK, D, output reg Q);
    always @ (posedge DFF_CLOCK) begin
        Q <= D;
    end
endmodule
[./run.sh]
#!/bin/bash
# OpenROAD 26Q1-2900-gdf79404cd8, Yosys 0.63+post, stock flow scripts
make -C /OpenROAD-flow-scripts/flow DESIGN_CONFIG=/design/flow/config.mk WORK_HOME=/design/flow/orfs finish
==> deck_impl_summary.md <==
Run Summary

Timing
  • Final Skew: 0.969 ps
  • Setup repair after global routing missed its margin: no
  • Final worst slack: 799 ps
  • Cycle use final: 72.4%
  • Max Transition Viols Final: 0
  • Max-slew headroom: 57.7%
  • Number of register pins that no clock reaches: 3
  • Measured slew at the worst slew-check pin: 629 ps
  • Final setup violation count: 0
  • Post-layout min period: 2100 ps
  • Final hold slack: 506 ps
  • Setup TNS Final: 0 ps
  • Final number of hold-violating endpoints: 0
  • Top achievable clock speed: 476 MHz
  • Number of unconstrained endpoints: 4

Placed design
  • Number of buffers inserted by port buffering: 3
  • Setup slack after placement: 792 ps
  • Dpl hpwl: 1430 µm
  • Number of placed cells counting well taps: 207
  • Final weighted congestion in routability-driven placement: 0.810

Critical path
  • Sort of element at the start of the critical path: input pin
  • Critical path data required time: 2320 ps
  • Setup slack on the worst flop-to-flop path: 900 ps
  • Worst Path Arrival: 1520 ps
  • Critical setup path kind: input pin to output pin
  • Type of destination of the critical path: output pin
  • Bufs and invs on worst path: 2
  • Standard cell with the maximum stage delay on the critical path: clkdlybuf4s50_1
  • Library cell appearing most often on the critical path: clkdlybuf4s50_1
  • Cell Chain, Critical Path: clkdlybuf4s50_1 > clkdlybuf4s50_1
  • Largest stage delay on the critical path: 480 ps
  • Maximum fanout encountered on the critical timing path: 2
  • Critical path's top delay family: buffers and inverters

Finish
  • Filler Cell Count: 617
  • Signed area change from the synthesized netlist to the final layout: 17.0%
  • Number of standard cells in the final layout excluding fillers: 211
  • Final core utilization: 24.3%
  • Fraction of final layout cells sized beyond drive strength 1: 9.56%

Power and ir drop
  • Relative contribution of sequential cells to total power: 56.2%
  • Switching power share of the total: 17.2%
  • Leakage component of the power: 0.442 nW
  • Switching power total: 120 µW
  • Cell-internal power: 579 µW
  • Areal power density over the cells: 487 nW/µm²
  • Worst IR drop on VDD: 0.000518 V
  • Clock power frac: 43.1%
  • Fraction of power consumed by combinational cells: 0.7%

Drt
  • Routed WL per cell: 9.37 µm
  • Met1 wire length: 999 µm
  • Top metal layer carrying routed signals: met4
  • Ratio of routed vias to standard cells: 4.18
  • Number of design rule violations left after detail routing: 0
  • Wire length after detailed routing: 1980 µm
  • Initial drt markers: 40
  • Antenna cell count: 0
  • Detail Route met2 WL: 822 µm
  • Detailed-route via count: 883
  • DR pass1 iterations: 4
  • Count of nets left with antenna violations after detail routing: 0
  • Wire length on met3: 145 µm

Flow run
  • Max-Cap Viols: 0
  • Total tool warning count: 27

Clock network
  • Number of clock buffers inserted by TritonCTS: 3
  • CTS tree: built
  • Insertion delay of the later-clocked pin in the worst-skew pair: 270 ps
  • Post-CTS sizing: 0
  • Clk buf depth: 2
  • Setup repair bufs after CTS: 0
  • Clock transition at path regs: 90 ps
  • Post-cts hold buffer count: 0
  • Cell at the root of the clock tree: clkbuf_8
  • Depth of the CTS H-tree: 1

Logic synthesis
  • Average size of a mapped cell: 9.90 µm²
  • Number of standard cells after synthesis: 124
  • List of most frequent post-synthesis cells: dfxtp_1, nor3_1, xnor2_1, nor2_1, nand3_1
  • Most instantiated flip-flop cell in the synthesis netlist: dfxtp_1
  • Compound-Gate Fraction of Synth Area: 8.46%
  • Share of the yosys chip area belonging to registers: 50.6%
  • Xor and xnor area share after synthesis: 9.28%
  • Top non-seq family: simple AND/OR/NAND/NOR gates
  • Simple-gate share of the synthesized area: 26.3%
  • Biggest area cells: dfxtp_1, xnor2_1, nor3_1
  • Area fraction in mux cells: 0%
  • Post-synthesis cell count from yosys: 124
  • Total of warnings raised by yosys: 2
  • Count leader, synth: dfxtp_1
  • Area of the synthesized netlist per yosys stat: 1230 µm²
  • Arithmetic-cell share of the synthesized area counting full adders, half adders and majority gates: 1.02%
  • Cell area after synthesis: 1230 µm²
  • Flops after synth: 31
  • Fraction of registers with async set/reset: 0%
  • Library cell occupying the most area in the post-synthesis netlist: dfxtp_1
  • Distinct lib cells: 31
  • Post-synth EDFFs: 0
  • Area leader share: 50.6%

Global routing
  • Aggregate global-route resource usage: 4.08%
  • Vias in the first global route: 785
  • Pin count of the biggest net entering global routing: 17
  • Initial antenna violation count: 0
  • First-pass GRT wire length: 3510 µm
  • Overflow left after global routing: 0

Floorplanning
  • Area inside the core boundary: 5920 µm²
  • Die Y: 98 µm
  • Die extent in x: 98 µm
  • Pre-placement core utilization: 20.7%
  • Number of rows in the core area: 28
  • Top-Level Pins: 6
  • Area of the die: 9600 µm²

Status
  • Outcome: finished, final reports clean

Min path
  • Class of the tightest hold or removal check: flop to flop
-- sequential cells by signal, indices dropped and copies added, names as in the netlist --
| signal | cells |
|---|---|
| debounceInst.u1.counter | 27 |
| debounceInst.d2.Q | 1 |
| debounceInst.u1.slow_clk | 1 |
| debounceInst.d1.Q | 1 |
| debounceInst.d0.Q | 1 |
-- stage by stage --
| stage | power, mW | cell area (µm²) |
|---|---|---|
| 3_3_place_gp | 0.407 | 1370 |
| 5_1_grt | 0.727 | 1440 |
| 4_1_cts | 0.709 | 1440 |
| 3_5_place_dp | 0.407 | 1370 |
| 2_1_floorplan | 0.404 | 1260 |
| 6_report | 0.699 | 1440 |
-- metal layers --
metal | vias up | track usage (%)
li1 | 460 | -
met2 | 22 | 5.99
met4 | 0 | 0.336
met3 | 2 | 1.56
met5 | - | 0
met1 | 399 | 5.78
-- cell type report --
class / count / area, µm² / area share, %
inverter: 5 / 18.8 / 1.31
tap: 75 / 93.8 / 6.53
clock inverter: 1 / 30.0 / 2.09
clock buffer: 3 / 41.3 / 2.87
multi-input combinational: 91 / 587 / 40.9
sequential: 31 / 621 / 43.2
timing repair buffer: 5 / 45.0 / 3.14
-- cells in the final DEF (no fill, tap or decap), drive strengths merged, types with 3 or more instances in the layout --
cell type and count:
nand3 6, nor3 19, nand2 4, or3 3
nor2 8, xnor2 11, dfxtp 31, a211oi 4
o21ai 3, clkbuf 3, nor4 5, nand4 6
inv 5, conb 9, clkdlybuf4s50 3
-- power by group through the flow --
stage     registers (mW)  clock network, mW  logic [mW]
6_report           0.393              0.301     0.00498
5_1_grt            0.394              0.327     0.00593
4_1_cts            0.393              0.311     0.00519
-- worst paths after layout --
path / start / to / cells past startpoint
setup reg to reg: debounceInst.u1.counter[15] / debounceInst.u1.counter[4] / 5
hold / removal: debounceInst.u1.counter[17] / debounceInst.u1.slow_clk / 2
setup / recovery: hit / led1 / 2
hold reg to reg: debounceInst.u1.counter[17] / debounceInst.u1.slow_clk / 2
-- cells by family (layout without fill, tap and decap cells) --
family                   Yosys count  after routing
AND-OR/OR-AND                     12             12
XOR/XNOR                          13             13
adder cells (fa/ha/maj)            1              1
buffers and inverters             10             14
flip-flops                        31             31
other                              1              9
AND/OR/NAND/NOR                   56             56
No activity file was given, so power comes from the tool's default toggle rates.
